[flow/config.mk]
export PLATFORM = sky130hd
export DESIGN_NAME = am_dds_dsb_modulator
export DESIGN_NICKNAME = am_dds_dsb_modulator
export VERILOG_FILES = /design/flow/design.v
export SDC_FILE = /design/flow/constraint.sdc
export NUM_CORES = 4
export LEC_CHECK = 1
export CORE_UTILIZATION = 40
[flow/constraint.sdc]
current_design am_dds_dsb_modulator

set clk_period 9.0
set clk_io_pct 0.2

create_clock -name clk0 -period $clk_period [get_ports {clk}]

set non_clock_inputs [all_inputs -no_clocks]
set_input_delay [expr $clk_period * $clk_io_pct] -clock clk0 $non_clock_inputs
set_output_delay [expr $clk_period * $clk_io_pct] -clock clk0 [all_outputs]
[flow/design.v]
module am_dds_dsb_modulator(
    input wire clk,
    input wire rst_n,
    input wire [7:0] amplitude,
    input wire [31:0] carrier_freq,
    input wire [31:0] sample_freq,
    output wire signed [15:0] modulated_signal
);
reg [31:0] phase_accumulator;
always @(posedge clk or negedge rst_n) begin
    if (!rst_n)
        phase_accumulator <= 32'b0;
    else
        phase_accumulator <= phase_accumulator + carrier_freq;
end
reg [15:0] sine_lut [0:63];
initial begin
    sine_lut[0] = 16'b0000000000000000;
    sine_lut[1] = 16'b0000011110101110;
    sine_lut[2] = 16'b0000111101100111;
    sine_lut[3] = 16'b0001011011010001;
    sine_lut[4] = 16'b0001110111001110;
    sine_lut[5] = 16'b0010001100111100;
    sine_lut[6] = 16'b0010011111111001;
    sine_lut[7] = 16'b0010110000110110;
    sine_lut[8] = 16'b0011000011011000;
    sine_lut[9] = 16'b0011011000011110;
    sine_lut[10] = 16'b0011110000000000;
    sine_lut[11] = 16'b0011110000000000;
    sine_lut[12] = 16'b0011011000011110;
    sine_lut[13] = 16'b0011000011011000;
    sine_lut[14] = 16'b0010110000110110;
    sine_lut[15] = 16'b0010011111111001;
    sine_lut[16] = 16'b0010001100111100;
    sine_lut[17] = 16'b0001110111001110;
    sine_lut[18] = 16'b0001011011010001;
    sine_lut[19] = 16'b0000111101100111;
    sine_lut[20] = 16'b0000011110101110;
    sine_lut[21] = 16'b0000000000000000;
    sine_lut[22] = 16'b1111100001010010;
    sine_lut[23] = 16'b1111000010011001;
    sine_lut[24] = 16'b1110100100101111;
    sine_lut[25] = 16'b1110001001110010;
    sine_lut[26] = 16'b1101110011000100;
    sine_lut[27] = 16'b1101011100110111;
    sine_lut[28] = 16'b1101000111110100;
    sine_lut[29] = 16'b1100101101001111;
    sine_lut[30] = 16'b1100011111100110;
    sine_lut[31] = 16'b1100000000000000;
    sine_lut[32] = 16'b1100000000000000;
    sine_lut[33] = 16'b1100011111100110;
    sine_lut[34] = 16'b1100101101001111;
    sine_lut[35] = 16'b1101000111110100;
    sine_lut[36] = 16'b1101011100110111;
    sine_lut[37] = 16'b1101110011000100;
    sine_lut[38] = 16'b1110001001110010;
    sine_lut[39] = 16'b1110100100101111;
    sine_lut[40] = 16'b1111000010011001;
    sine_lut[41] = 16'b1111100001010010;
    sine_lut[42] = 16'b1111111111111111;
    sine_lut[43] = 16'b1111100001010010;
    sine_lut[44] = 16'b1111000010011001;
    sine_lut[45] = 16'b1110100100101111;
    sine_lut[46] = 16'b1110001001110010;
    sine_lut[47] = 16'b1101110011000100;
    sine_lut[48] = 16'b1101011100110111;
    sine_lut[49] = 16'b1101000111110100;
    sine_lut[50] = 16'b1100101101001111;
    sine_lut[51] = 16'b1100011111100110;
    sine_lut[52] = 16'b1100000000000000;
    sine_lut[53] = 16'b1100000000000000;
    sine_lut[54] = 16'b1100011111100110;
    sine_lut[55] = 16'b1100101101001111;
    sine_lut[56] = 16'b1101000111110100;
    sine_lut[57] = 16'b1101011100110111;
    sine_lut[58] = 16'b1101110011000100;
    sine_lut[59] = 16'b1110001001110010;
    sine_lut[60] = 16'b1110100100101111;
    sine_lut[61] = 16'b1111000010011001;
    sine_lut[62] = 16'b1111100001010010;
    sine_lut[63] = 16'b1111111111111111;
end
wire [5:0] lut_addr = phase_accumulator[31:26];
wire signed [15:0] carrier_signal = sine_lut[lut_addr];
assign modulated_signal = amplitude * carrier_signal;
endmodule
[flow/run.sh]
#!/bin/bash
# OpenROAD 26Q1-2900-gdf79404cd8, Yosys 0.63+post, stock flow scripts
make -C /OpenROAD-flow-scripts/flow DESIGN_CONFIG=/design/flow/config.mk WORK_HOME=/design/flow/orfs finish
==> changes_impl.md <==
### Changed

- First-pass GRT wire length: 27.4 mm
- Synth mux share: 0.0393
- Worst Hold Class: reg2reg
- Utilization after layout: 0.469
- Worst-path maximum fanout: 9
- CTS max path bufs: 2
- Vias per cell: 5.31
- Initial antenna violation count: 0
- Fmax: 116 MHz
- Total number of vias: 5793
- IO buf count: 57
- Die X: 132 µm
- Synth cell count leaders: inv_1 (91), nand2_1 (82), ha_1 (63), fa_1 (61), a21oi_1 (60)
- Dominant comb cell: adder cells
- Clk Latency, worst-skew pair: 280 ps
- Crit-path cells: clkdlybuf4s50_1 -> buf_4 -> nand2_1 -> fa_1 -> inv_1 -> fa_1 -> inv_1 -> fa_1 -> fa_1 -> xor2_1 -> xnor2_1 -> xnor2_1 -> xnor3_1 -> xnor3_1 -> xnor2_1 -> clkdlybuf4s50_1
- Clock Skew: 8.17 ps
- Cts bufs inserted: 5
- # rows: 47
- Crit share post-route: 0.955
- CP peak stage delay: 560 ps
- EDFF count, synth: 0
- Residual DRC: 0
- YS chip area: 0.00672 mm²
- Hold endpoint: phase_accumulator[0]$_DFF_PN0_
- Die Area: 0.0173 mm²
- Layout cells sized above 1: 0.0770
- Area leader, netlist: fa_1
- Count leader, synth: inv_1
- Log Warnings: 64
- Post-DR wirelength/cell: 14.4 µm
- # fillers: 1629
- Data arrival, critical path: 6790 ps
- Synth top area cells: fa_1 (18%), dfrtp_1 (12%), ha_1 (12%)
- Crit path DRT: 7200 ps
- Hold Slack: 467 ps
- Ant diodes: 0
- Post-synth top area share: 0.182
- 1st-pass router iterations: 5
- #FFs+latches synth: 32
- H-tree Lvls: 2
- Largest registers: phase_accumulator x32
- Logic area: 0.00540 mm²
- MaxCap Viol Count: 0
- Most flops, register: phase_accumulator
- RSZ-0062 raised after global routing: no
- Final std cells w/o fill: 1090
- Initial DRC count: 428
- Tmin final: 8590 ps
- Syn avg cell area: 8.25 µm²
- Post-Place Cells: 1082
- Worst-Margin Slew: 625 ps
- Max reg flops: 32
- WHS Path Cells: 1
- CTS Sinks: 32
- CP max-delay cell: clkdlybuf4s50_1
- Crit path top cell by count: fa_1
- Status: completed
- Synth warn: 1
- Worst slew margin: 0.573
- Largest net degree at the start of global routing: 64
- AO/OA Area Share: 0.196
- Slack of the worst reg-to-reg path: 5910 ps
- Setup violations, final: 0
- Netlist Area Pre-Place: 0.00672 mm²
- DRT Wirelength: 15.7 mm
- Core footprint: 0.0165 mm²
- Cell count in the Yosys report: 815
- Final TNS setup: 0 ps
- Setup crit end kind: output port
- Fa+ha+maj area frac: 0.299
- R2r startpoint: phase_accumulator[0]$_DFF_PN0_
- Cells on worst reg2reg path: 11
- Slew Limit Fails: 0
- Vias in the first global route: 5603
- Syn Inst Count: 815
- Xor/xnor share: 0.0757
- DP Area: 0.00758 mm²
- Setup bufs post-CTS: 0
- Synth Seq Share: 0.119
- Ports: 90
- Detail Route Antenna Nets: 0
- Total GRT Usage: 0.199
- Ys async rst share: 1.00
- Crit path kind: in2out
- Final Hold Viols: 0
- Dominant register cell: dfrtp_1
- HPWL after DPL: 12.2 mm
- Post-synth cell types: 68
- Simple-Gate Fraction of Synth Area: 0.191
- Clock Tree Root: clkbuf_16
- Final Cell Area: 0.00775 mm²
- Crit path launch: amplitude[4]
- Starting Density: 0.407
- Routability Congestion: 0.981
- Reg clk slew, reported paths: 50 ps
- Hold path startpoint: phase_accumulator[0]$_DFF_PN0_
- Startpoint Class: primary input
- Reg2reg end: phase_accumulator[28]$_DFF_PN0_
- Area grow syn2layout: 15.3%
- Register area: 806 µm²
- Remaining global-route overflow: 0
- Die H: 132 µm
- CTS tree: yes
[cell type report]
cell class,instances,area share
clock buffers,5,0.0161
clock inverters,3,0.00242
inverters,93,0.0450
multi-input cells,653,0.697
flip-flops and latches,32,0.104
well taps,220,0.0355
repair buffers,84,0.100
[cell usage in the layout (no fill, tap or decap), types with 30 or more instances in the layout]
cell,synthesis,layout
inv_1,91,91
fa_1,61,61
nand2_1,82,82
o21ai_0,48,46
and2_1,38,38
ha_1,63,62
a21oi_1,60,60
clkdlybuf4s50_1,0,57
xnor2_1,42,42
nor2_1,42,42
dfrtp_1,32,30
[how the worst max path moves through the flow]
stage,end,slack [ps],depth (start not counted)
after CTS,modulated_signal[15],150,23
after global routing,modulated_signal[15],40,22
final,modulated_signal[15],410,16
[metrics by stage]
step / setup slack [ps]
global placement: 314
detailed placement: 338
finish: 409
floorplan: 966
CTS: 147
global route: 40.2
[metal layers]
layer	vias to the layer above	global-route usage	wire length (µm)
met5	-	0	0
met4	0	0.0239	188
met3	15	0.0311	960
met2	163	0.305	7080
met1	2740	0.315	7460
li1	2875	-	-
[logic make-up (layout without fill, tap and decap cells)]
family | after synthesis | after routing
muxes | 15 | 15
and+or+nand+nor | 255 | 255
AOI/OAI and AO/OA | 204 | 204
xor gates and xnor gates | 55 | 55
buffers and inverters | 130 | 185
DFF | 32 | 32
adders and majority gates | 124 | 124
[worst max-delay path: cells and delay by family]
family / cells / cell delay [ps]
xor gates and xnor gates: 6 / 1550
adders and majority gates: 4 / 2000
and+or+nand+nor: 1 / 90
buffers and inverters: 5 / 1350
[timing repair]
item / CTS / global route
gates resized: 0 / 7
hold endpoints to repair: 0 / 0
endpoints found under the setup margin: 0 / 3
hold buffers: 0 / 0
