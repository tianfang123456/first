===== /design/flow/run.sh =====
#!/bin/bash
# OpenROAD 26Q1-2900-gdf79404cd8, Yosys 0.63+post, stock flow scripts
make -C /OpenROAD-flow-scripts/flow DESIGN_CONFIG=/design/flow/config.mk WORK_HOME=/design/flow/orfs finish

===== /design/flow/config.mk =====
export PLATFORM = sky130hd
export DESIGN_NAME = adaptive_filter
export DESIGN_NICKNAME = adaptive_filter
export VERILOG_FILES = /design/flow/design.v
export SDC_FILE = /design/flow/constraint.sdc
export NUM_CORES = 4
export LEC_CHECK = 1
export CORE_UTILIZATION = 30

===== /design/flow/constraint.sdc =====
current_design adaptive_filter

set clk_period 9.9
set clk_io_pct 0.2

create_clock -name clk0 -period $clk_period [get_ports {clk}]

set non_clock_inputs [all_inputs -no_clocks]
set_input_delay [expr $clk_period * $clk_io_pct] -clock clk0 $non_clock_inputs
set_output_delay [expr $clk_period * $clk_io_pct] -clock clk0 [all_outputs]

===== /design/flow/design.v =====
module adaptive_filter(
    input wire clk,
    input wire rst_n,
    input wire [31:0] input_signal,
    input wire [31:0] desired_signal,
    output reg [31:0] filtered_signal  
);
integer i;
reg [15:0] filter_coefficients [0:7];  
reg [15:0] delay_line [0:7];           
reg [15:0] error_signal;
reg [15:0] update_value;
parameter LEARNING_RATE = 16'd10;  
always @(posedge clk or negedge rst_n)
begin
    if (!rst_n)
    begin
        for ( i = 0; i < 8; i = i + 1)  
        begin
            filter_coefficients[i] <= 16'b0;
            delay_line[i] <= 32'b0;
        end
        error_signal <= 32'b0;
        update_value <= 32'b0;
        filtered_signal <= 32'd0;  
    end
    else
    begin
        for (i = 7; i > 0; i = i - 1)  
        begin
            delay_line[i] <= delay_line[i - 1];
        end
        delay_line[0] <= input_signal;
        filtered_signal <= filter_coefficients[0] * delay_line[0];  
        for ( i = 1; i < 8; i = i + 1)
        begin
            filtered_signal <= filtered_signal + filter_coefficients[i] * delay_line[i];
        end
        error_signal <= desired_signal - filtered_signal;
        update_value <= LEARNING_RATE * error_signal * delay_line[0];
        filter_coefficients[0] <= filter_coefficients[0] + update_value;
        for (i = 1; i < 8; i = i + 1)  
        begin
            update_value <= LEARNING_RATE * error_signal * delay_line[i];
            filter_coefficients[i] <= filter_coefficients[i] + update_value;
        end
    end
end
endmodule

==> results.toml <==
# synthesis and place-and-route metrics
[critical_path]
worstPathArrival_ns = 7.97
max_stage_delay_ns = 0.61
crit_family = "adder cells"
required_ns = 10.32
cp.depth = 27
cp_slowest_cell = "dfrtp_1"
path_class = "flip-flop to flip-flop"
rrSetupSlack_ns = 2.35
cpMostUsedCell = "fa_1"
reg2regPathDepth = 27
reg2reg_from = "error_signal[1]$_DFF_PN0_"
timing.rr.end = "update_value[15]$_DFF_PN0_"
endpoint_kind = "flip-flop"
cp.buffers_inverters = 5
cp_max_fo = 15
critPathLaunchType = "flip-flop"

[logic_synthesis]
ys.flop_type = "dfrtp_1"
ys_cells = 1908
yosysMostFrequentCell = "inv_1"
synth.distinct_cells = 61
ys_ff = 204
synth_area_sq_um = 19200
top_area_cell = "fa_1"
yosys_area_sq_um = 19200
synth_seq_share_pct = 26.6
async_flop_share_pct = 100
postSynthCellCount = 1908
top_area_share_pct = 29.3
yosysWarnings = 3
area_leaders = "fa_1, dfrtp_1, ha_1"
edf_count = 0
synth_area_per_cell_sq_um = 10.0
top_cells_by_count = "inv_1, fa_1, nand2_1"

[detailed_routing]
diodes = 0
vias = 12000
drc = 0
wl_per_cell_um = 13.1
vias_per_cell = 4.26
drtIter0Drc = 450
postRouteAntennaNets = 0
drt_first_pass_iters = 4
drt-total-wl_um = 36900

[min_path]
hold_end = "delay_line[7][9]$_DFF_PN0_"
min-delay-start = "delay_line[6][9]$_DFF_PN0_"
holdCritPathClass = "flip-flop to flip-flop"
whs_path_depth = 0

[finish]
final_cells = 2825
final_core_util_pct = 34.2
num-fill-cells = 6263
layout-drive-gt1-share_pct = 3.99
seq_area_sq_um = 5100
comb_area_sq_um = 12200
syn2layout_area_growth_pct = 12.5

[global_route]
grt_max_degree = 56
grt-ovfl-total = 0
grt_pass1_wl_um = 65600
grt_pass1_vias = 13100
antenna_found_initial = 0
grt_usage_pct = 13.1

[cts]
cts_sinks = 204
clk_pin_slew_ns = 0.07
clock_latency_ns = 0.54
cts.path.max_buffers = 3
cts_root_buffer = "clkbuf_16"
cts_resized = 0
hold_buffers = 0
post_cts_buffers = 0
cts.htree.levels = 1
cts_tree = "yes"
numCtsBuffers = 22

[sta]
setup_ws_ns = 2.35
finClkSkew_ns = 0.0191
period_minus_slack_ns = 7.55
finalCritPeriodShare_pct = 76.3
fmax_mhz = 132
drv_slew = 0
relSlewSlack_pct = 47.8
worst_slew_pin_slew_ns = 0.783
rsz0062_at_grt = "false"
tns_ns = 0
hold_viol_final = 0
setup_viol = 0

[floorplanning]
core_sq_um = 63100
chipArea_sq_um = 64900
num_rows = 92
die_h_um = 255
ios = 98
fp_util_pct = 30.4
die_w_um = 255

[place]
placedCellCount = 2785
hpwl_um = 28800
place_congestion = 0.845
portBuffers = 63
place_ws_ns = 2.31

[status]
status = "finished, final reports clean"

[run]
max-cap-violations = 0
warning_count = 58
metrics by stage:
stage	instance area, sq um	hold slack (ns)
global route	21600	0.345
finish	21600	0.339
floorplan	19200	0.331
detailed placement	20800	0.335
global placement	20800	0.331
CTS	21600	0.342
worst max-delay path by stage:
stage,start,to,slack [ns]
6_report,error_signal[1]$_DFF_PN0_,update_value[15]$_DFF_PN0_,2.35
4_1_cts,error_signal[1]$_DFF_PN0_,update_value[15]$_DFF_PN0_,2.24
5_1_grt,error_signal[1]$_DFF_PN0_,update_value[15]$_DFF_PN0_,1.93
worst register-to-register path: cells and delay by family, from the launching register on:
family                   cells  cell delay, ns
adder cells (fa/ha/maj)      9            3.95
XOR/XNOR                     8            1.71
AND/OR/NAND/NOR              4            0.78
flip-flops                   1            0.61
buffers and inverters        5            0.28
AND-OR/OR-AND                1            0.13
metal layers:
layer / wire, um / track usage (%)
met5: 0 / 0
met4: 877 / 2.45
met3: 1690 / 2.62
met2: 18200 / 21.7
met1: 16200 / 18.5
cell usage in the layout, fill, tap and decap left out, drive strengths merged, types with 13 or more instances in the layout:
cell type      netlist  final
and2               148    148
a21o                18     18
nor2                59     59
nand2              228    228
dfrtp              204    204
inv                448    453
clkdlybuf4s50        0     62
xor2                18     18
o21ai               30     30
fa                 281    281
xnor2               69     69
buf                  2     22
a21oi               40     40
nor2b               16     16
ha                 190    190
nand3               13     13
clkbuf              52     24
kinds of logic (layout without fill, tap and decap cells):
family	count (synthesis)	count (layout)	share of synthesized area (%)
and+or+nand+nor	504	504	12.7
buffers and inverters	502	572	9.89
adders and majority gates	471	471	41.7
DFF	204	204	26.6
AOI/OAI and AO/OA	135	135	4.56
xor gates and xnor gates	89	89	4.39
muxes	2	2	0.111
other	1	2	0.0196
state kept, by name, indices dropped and copies added (netlist names):
| name | count |
|---|---|
| delay_line | 128 |
| filtered_signal | 31 |
| error_signal | 15 |
| filter_coefficients | 15 |
| update_value | 15 |
final cells by class:
type / count / area share [%]
Clock buffer: 24 / 2.59
Clock inverter: 16 / 0.905
Inverter: 448 / 7.80
Multi-Input combinational cell: 1203 / 56.4
Sequential cell: 204 / 23.7
Tap cell: 846 / 4.91
Timing Repair Buffer: 84 / 3.68
